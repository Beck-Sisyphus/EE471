### design/flow/config.mk
export PLATFORM = sky130hd
export DESIGN_NAME = adder_subtractor
export DESIGN_NICKNAME = adder_subtractor
export VERILOG_FILES = /design/flow/design.v
export SDC_FILE = /design/flow/constraint.sdc
export NUM_CORES = 4
export LEC_CHECK = 1
export CORE_AREA = 10 10 109 109
export DIE_AREA = 0 0 119 119
### design/flow/constraint.sdc
current_design adder_subtractor

set clk_period 17.7
set clk_io_pct 0.2

create_clock -name clk0 -period $clk_period

set non_clock_inputs [all_inputs -no_clocks]
set_input_delay [expr $clk_period * $clk_io_pct] -clock clk0 $non_clock_inputs
set_output_delay [expr $clk_period * $clk_io_pct] -clock clk0 [all_outputs]
### design/flow/run.sh
#!/bin/bash
# OpenROAD 26Q1-2900-gdf79404cd8, Yosys 0.63+post, stock flow scripts
make -C /OpenROAD-flow-scripts/flow DESIGN_CONFIG=/design/flow/config.mk WORK_HOME=/design/flow/orfs finish
### design/flow/design.v
module mux2_1(out, i0, i1, sel);
		output out;
		input i0, i1, sel;
		wire out1, out2, NOTsel;
		not n(NOTsel, sel);
		and a1(out1, i1, sel);
		and a2(out2, i0, NOTsel);
		or o(out, out1, out2);
endmodule
module adder16b(X,Y,carryIn,G,P,S);
	input carryIn;
	input [15:0] X;
	input [15:0] Y;
	output G;
	output P;
	output [15:0] S;
	wire [3:0] g;
	wire [3:0] p;
	wire [4:1] c;
	adder4b a0 (X[3:0],  Y[3:0],  carryIn,g[0],p[0],S[3:0]  );
	adder4b a4 (X[7:4],  Y[7:4],  c[1],   g[1],p[1],S[7:4]  );
	adder4b a8 (X[11:8], Y[11:8], c[2],   g[2],p[2],S[11:8] );
	adder4b a12(X[15:12],Y[15:12],c[3],   g[3],p[3],S[15:12]);
	lookAhead4b LCU16bit(carryIn, g,p,G,P,c);
endmodule
module adder4b(X,Y,carryIn,G,P,S);
	input carryIn;
	input [3:0] X;
	input [3:0] Y;
	output G;
	output P;
	output [3:0] S;
	wire [3:0] g;
	wire [3:0] p;
	wire [4:1] c;
	fullAdder1b a0(X[0],Y[0],carryIn,g[0],p[0],S[0]);
	fullAdder1b a1(X[1],Y[1],c[1],   g[1],p[1],S[1]);
	fullAdder1b a2(X[2],Y[2],c[2],   g[2],p[2],S[2]);
	fullAdder1b a3(X[3],Y[3],c[3],   g[3],p[3],S[3]);
	lookAhead4b LCU4bit(carryIn, g,p,G,P,c);
endmodule
module adder_subtractor(S, busA, busB,sel,carryOut);
	input [31:0] busA, busB;
	input sel;
	output [31:0]S;
	output carryOut;
	wire [31:0] selB;
	wire [31:0] notB;
	wire [1:0] g;
	wire [1:0] p;
	wire c;
	genvar i;
	generate
		for (i = 0; i < 32; i = i+1) begin: AddorSubtract
			nor n1(notB[i], busB[i]);
			mux2_1 choose1(selB[i], busB[i], notB[i], sel);
		end
	endgenerate
	adder16b a0 (busA[15:0], selB[15:0] , sel,g[0],p[0],S[15:0] );
	adder16b a16(busA[31:16],selB[31:16],  c ,g[1],p[1],S[31:16]);
	assign c        = sel * p[0] + g[0];
	assign carryOut = c   * p[1] + g[1];
endmodule
module fullAdder1b(x,y,carryIn,G,P,S);
	input x,y,carryIn;
	output P, G, S;
	xor p(P, x, y);
	and g(G, x, y);
	xor s(S, x, y, carryIn);
endmodule
module lookAhead4b(carryIn,g,p,GG,PG,c);
	input carryIn;
	input [3:0] g;
	input [3:0] p;
	output GG,PG;
	output [4:1] c;
	wire [3:0] temp;
	and a0(temp[0], carryIn, p[0]);
	or or0(c[1], g[0], temp[0]);
	and a1(temp[1], c[1], p[1]);
	or or1(c[2], g[1], temp[1]);
	and a2(temp[2], c[2], p[2]);
	or or2(c[3], g[2], temp[2]);
	and a3(temp[3], c[3], p[3]);
	or or3(c[4], g[3], temp[3]);
	wire [2:0] PP;
	and a01(PP[0], g[0], p[1], p[2], p[3]);
	and a02(PP[1], g[1], p[2], p[3]);
	and a03(PP[2], g[2], p[3]);
	or or4(GG, g[3], PP[2], PP[1], PP[0]);
	and a11(PG, p[3], p[2], p[1], p[0]);
endmodule
==> metrics.log <==
[metrics] run summary
[metrics] Final Setup Violations: 0
[metrics] peak supply drop: 26.2 uV
[metrics] count of hold buffers inserted by post-cts repair: 0
[metrics] top cell type by total area after synthesis: sky130_fd_sc_hd__fa_1
[metrics] max incr delay on CP: 490 ps
[metrics] cells taking the most area after synthesis: sky130_fd_sc_hd__fa_1 (22%), sky130_fd_sc_hd__ha_1 (19%), sky130_fd_sc_hd__xor2_1 (14%)
[metrics] Post-Synthesis Cells: 260
[metrics] arrival time of data at the critical path endpoint: around 7800 ps
[metrics] number of gates given a new drive strength after cts: 0
[metrics] Total Power: approximately 130 uW
[metrics] Worst Hold Class: in2out
[metrics] area of the mapped netlist: 2120 sq um
[metrics] final number of hold-violating endpoints: 0
[metrics] violation tally from detailed-route iteration zero: 30
[metrics] type of the worst setup path: in2out
[metrics] overall chip area: 14200 sq um
[metrics] Synth-to-Final Area Change: 41.9%
[metrics] DRT Wirelength: 5440 microns
[metrics] number of different library cells in the post-synthesis netlist: 34
[metrics] Highest Clock Rate: between 80 and 90 MHz
[metrics] global-route total usage across every layer: 0.0771
[metrics] endpoint of the worst hold-timing path: S[0]
[metrics] floorplan-stage core utilization: 0.220
[metrics] post-CTS setup repair buffer count: 0
[metrics] number of global-route vias before repair: 1895
[metrics] tally of filler cells in the layout: between 1000 and 1500
[metrics] Die Y-Extent: 119 microns
[metrics] count of cells along the worst hold path: 4
[metrics] total number of vias: 1702
[metrics] GRT overflow: 0
[metrics] maximum number of pins on one net before global-route repair: 36
[metrics] die boundary width: between 100 and 150 microns
[metrics] number of core rows: 36
[metrics] Max-area cell share: 0.217
[metrics] final worst path period need: 11290 ps
[metrics] Pre-antenna DRT Iters: 4
[metrics] P_leak: 1.48 nW
[metrics] worst relative slew slack: 0.630
[metrics] antenna violations before repair: 0
[metrics] fraction of the core area covered by cells at the end of the flow: 0.313
[metrics] footprint of the flip-flops and latches: 0 sq um
[metrics] number of clock buffer instances in the layout: 0
[metrics] sequential share of the synthesized area: 0
[metrics] CP Buf/Inv Count: 3
[metrics] Antenna Nets Post-Route: 0
[metrics] most frequent cell on the critical path: sky130_fd_sc_hd__fa_1
[metrics] wire length of the first global-routing pass: 9090 microns
[metrics] half-perimeter wire length after detailed placement: 5090 microns
[metrics] Worst Path Max Fanout: 35
[metrics] number of violations of the max-capacitance limit: 0
[metrics] n_diodes: 0
[metrics] outcome: finished, final reports clean
[metrics] crit-path cells: buf_2 > buf_4 > xor2_1 > ha_1 > a21oi_1 > nand2_1 > a22oi_1 > nand3_2 > xnor2_2 > a21boi_2 > o31a_1 > fa_1 > fa_1 > fa_1 > xnor2_1 > clkdlybuf4s50_1
[metrics] Yosys warning total: 0
[metrics] cell count along the critical path: 16
[metrics] I/O Pins: 98
[metrics] Top delay family on crit path: adder cells
[metrics] CP startpoint kind: input pin
[metrics] final sum of negative setup slack: 0 ps
[metrics] drt via density: about 3.7
[metrics] transition time at the pin with the least slew margin: 554 ps
[metrics] Chip Area, Yosys: around 2100 sq um
[metrics] registers: 0
[metrics] DR DRC count: 0
[metrics] number of buffers added on ports: 98
[metrics] number of pins exceeding their max-slew limit in the final report: 0
[metrics] floorplan core area: approximately 9600 sq um
[metrics] average wire per standard cell: 11.9 microns
[metrics] highest-delay cell along the critical path: sky130_fd_sc_hd__clkdlybuf4s50_1
[metrics] pwr/cell area: between 40 and 50 nW/um^2
[metrics] Post-Synthesis Mean Instance Area: 8.17 sq um
[metrics] routability cong.: between 0.7 and 0.8
[metrics] slack of the critical path: 6410 ps
[metrics] unrepaired setup endpoints after global routing: false
[metrics] fraction of layout cells with a size suffix above 1: 0.0310
[metrics] crit path capture type: primary output
[metrics] period utilisation layout: 0.638
[metrics] Data required, critical path: 14160 ps
[metrics] startpoint of the worst hold path: sel
[metrics] number of logged tool warnings: 32
[metrics] pre-CTS setup slack: 6320 ps
[metrics] number of cell instances after yosys synthesis: 260
==> placed cells by master, fill, tap and decap left out, types with 2 or more instances in the layout <==
cell	netlist	routed
sky130_fd_sc_hd__xor2_1	35	35
sky130_fd_sc_hd__ha_1	32	32
sky130_fd_sc_hd__inv_1	64	64
sky130_fd_sc_hd__nand2b_1	2	2
sky130_fd_sc_hd__nand4_1	4	4
sky130_fd_sc_hd__nand3_1	2	2
sky130_fd_sc_hd__a21oi_2	2	2
sky130_fd_sc_hd__clkdlybuf4s50_1	0	97
sky130_fd_sc_hd__nor2_1	8	8
sky130_fd_sc_hd__nand2_1	7	7
sky130_fd_sc_hd__fa_1	23	23
sky130_fd_sc_hd__o21ai_1	3	3
sky130_fd_sc_hd__a21o_1	7	7
sky130_fd_sc_hd__o21a_1	2	2
sky130_fd_sc_hd__xnor2_1	6	6
sky130_fd_sc_hd__a21oi_1	10	10
==> cell type report <==
class,count,area [sq um],share of cell area
multi-input combinational,160,1620,0.539
tap,133,166,0.0552
inverter,64,240,0.0797
timing repair buffer,99,983,0.326
==> worst max path at each step <==
stage	endpoint	slack, ps	start
after global routing	S[31]	6120	sel
after CTS	S[31]	6310	sel
final	S[31]	6410	sel
==> where the power goes <==
part	internal, mW	leakage, nW	total (mW)	switching [mW]
clock network	0	0	0	0
registers	0	0	0	0
logic	0.0817	1.48	0.130	0.0485
total	0.0817	1.48	0.130	0.0485
==> layer usage <==
layer | track usage | share of wire
met4 | 0 | 0
met5 | 0 | 0
met2 | 0.131 | 0.46
met3 | 0.0201 | 0.070
met1 | 0.102 | 0.47
==> stage by stage <==
step | hold slack (ps) | instance area [sq um] | std cells
after floorplan | 7300 | 2120 | 260
after global placement | 8170 | 3010 | 456
after detailed placement | 8170 | 3010 | 456
after CTS | 8170 | 3010 | 456
after global routing | 8190 | 3010 | 456
final | 8130 | 3010 | 456
==> tightest hold or removal path, stage by stage <==
cell and delay [ps]:
sky130_fd_sc_hd__buf_2 90, sky130_fd_sc_hd__buf_4 290, sky130_fd_sc_hd__xor2_1 220, sky130_fd_sc_hd__clkdlybuf4s50_1 440
==> cells by family (layout without fill, tap and decap cells) <==
logic type	after synthesis	after routing	synth area share
buf+inv	100	163	0.236
xor+xnor	42	42	0.177
simple gates	30	30	0.0766
fa+ha+maj	55	55	0.405
compound gates	32	32	0.101
mux	1	1	0.00471
==> cells in the mapped netlist, drive strengths merged <==
library cell and number:
inv 64, buf 36, xor2 35, ha 32, fa 23, a21oi 12, nor2 8, a21o 7
nand2 7, xnor2 7, nand4 5, o21ai 5, nand3 3, nand2b 2, nor3 2, o21a 2
a21boi 1, a221oi 1, a22oi 1, a31oi 1, a32oi 1, and3 1, and4 1, mux2i 1
nor2b 1, o31a 1
No activity file was given, so power comes from the tool's default toggle rates.
