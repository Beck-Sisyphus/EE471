<file path="./design.v">
module SRAM128by16(clk, adx, WrEn, data);
	parameter ADDRESS_LENGTH = 7;
	parameter DATA_WIDTH = 16;
	parameter DATA_LENGTH= 128;
	input clk, WrEn;
	input [ADDRESS_LENGTH - 1:0] adx;
	inout [DATA_WIDTH - 1:0] data;
	reg [DATA_WIDTH - 1:0]SRAM[DATA_LENGTH - 1:0];  
	assign data = (WrEn) ? SRAM[adx] : 16'bZ;  
	always @(posedge clk) begin
		if(~WrEn) 
				SRAM[adx] = data;  
	end
endmodule  
</file>
<file path="./run.sh">
#!/bin/bash
# OpenROAD 26Q1-2900-gdf79404cd8, Yosys 0.63+post, stock flow scripts
make -C /OpenROAD-flow-scripts/flow DESIGN_CONFIG=/design/flow/config.mk WORK_HOME=/design/flow/orfs finish
</file>
<file path="./config.mk">
export PLATFORM = sky130hd
export DESIGN_NAME = SRAM128by16
export DESIGN_NICKNAME = SRAM128by16
export VERILOG_FILES = /design/flow/design.v
export SDC_FILE = /design/flow/constraint.sdc
export NUM_CORES = 4
export LEC_CHECK = 1
export CORE_UTILIZATION = 30
</file>
<file path="./constraint.sdc">
current_design SRAM128by16

set clk_period 48.1
set clk_io_pct 0.2

create_clock -name clk0 -period $clk_period [get_ports {clk}]

set non_clock_inputs [all_inputs -no_clocks]
set_input_delay [expr $clk_period * $clk_io_pct] -clock clk0 $non_clock_inputs
set_output_delay [expr $clk_period * $clk_io_pct] -clock clk0 [all_outputs]
</file>
==> flow_metrics.tcl <==
# metrics dict for downstream scripts
set metrics [dict create \
    edf_count 2048 \
    top_area_share_pct 77.4 \
    ys_seq_share_pct 77.4 \
    yosysChipArea_um2 79500 \
    synthArstFlopShare_pct 0 \
    ys_types 76 \
    top_logic_kind "AND-OR/OR-AND gates" \
    cts-root-buf "clkbuf_16" \
    synth.cell_area_um2 79500 \
    clock_sinks 2048 \
    ys_sh_mux_pct 4.57 \
    synth.cellmix.compoundShare_pct 12.6 \
    outcome "did not finish" \
    ctsHoldBuffers 0 \
    cts_made_buffers 199 \
    place_area_um2 84900 \
    synthXorXnorAreaFrac_pct 0 \
    synth_cells 4696 \
    ys.flops 2048 \
    gp_congestion 0.958 \
    post-cts-setup-buffers 0 \
    firstError "[error] [KeplerFormal.cpp:679] Workflow failed: Iso has multiple drivers: .data12, _3386_.X0" \
    ctsLongestPathBuffers 3 \
    yosys.area_share.adder_pct 0 \
    pre_cts_ws_ns 23.32 \
    h-tree-depth 4 \
    ff_type "edfxtp_1" \
    fp.dieW_um 517 \
    stop_stage "clock tree synthesis (4_1_cts)" \
    area_leaders "edfxtp_1 77%, a221oi_1 4.2%, a22oi_1 2.5%, mux2_2 2.4%, a21oi_1 1.7%" \
    top_area_cell "edfxtp_1" \
    ys_cells 4696 \
    port_buffers 8 \
    fp-utilization_pct 30.2 \
    post_cts_resized 0 \
    ios 25 \
    simple_gate_share_pct 3.06 \
    dp_hpwl_mm 150 \
    rows 188 \
    fp.dieH_um 517 \
    ys_warn_count 2 \
    avgSynthCellArea_um2 16.9 \
]
## cells by family after synthesis
| logic type | count (synthesis) |
|---|---|
| AOI/OAI and AO/OA | 1414 |
| and+or+nand+nor | 550 |
| muxes | 310 |
| buffers and inverters | 374 |
| DFF | 2048 |
## Yosys cell counts, types with 34 or more instances
master and count:
a211oi_1 44, a21oi_1 265, a221oi_1 382, a22oi_1 263, buf_1 34, buf_2 144
clkbuf_1 134, edfxtp_1 2048, mux2_2 171, mux2i_1 112, nand2_1 94, nor2_1 323
nor2b_1 53, o21ai_0 202, o221ai_1 36, o22ai_1 80
## through the flow
| step | instances | hold WS (ns) |
|---|---|---|
| after detailed placement | 8173 | 1.10 |
| after global placement | 8173 | 1.10 |
| after floorplan | 4696 | 2.09 |
