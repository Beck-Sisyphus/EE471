==> design.v <==
module InstruMemory (clk, adx, WrEn, data);
	parameter DATA_WIDTH = 32;
	parameter DATA_LENGTH= 128;
	parameter ADX_LENGTH = 7;
	input clk, WrEn;
	input [ADX_LENGTH - 1:0] adx;
	inout [DATA_WIDTH - 1:0] data;
	reg [DATA_WIDTH - 1:0]SRAM[DATA_LENGTH - 1:0];  
	assign data = (WrEn) ? SRAM[adx] : 32'bZ;  
	always @(posedge clk) begin
		if(~WrEn) 
				SRAM[adx] = data;  
	end
endmodule
==> run.sh <==
#!/bin/bash
# OpenROAD 26Q1-2900-gdf79404cd8, Yosys 0.63+post, stock flow scripts
make -C /OpenROAD-flow-scripts/flow DESIGN_CONFIG=/design/flow/config.mk WORK_HOME=/design/flow/orfs finish
==> config.mk <==
export PLATFORM = sky130hd
export DESIGN_NAME = InstruMemory
export DESIGN_NICKNAME = InstruMemory
export VERILOG_FILES = /design/flow/design.v
export SDC_FILE = /design/flow/constraint.sdc
export NUM_CORES = 4
export LEC_CHECK = 1
export CORE_UTILIZATION = 50
==> constraint.sdc <==
current_design InstruMemory

set clk_period 72.4
set clk_io_pct 0.2

create_clock -name clk0 -period $clk_period [get_ports {clk}]

set non_clock_inputs [all_inputs -no_clocks]
set_input_delay [expr $clk_period * $clk_io_pct] -clock clk0 $non_clock_inputs
set_output_delay [expr $clk_period * $clk_io_pct] -clock clk0 [all_outputs]
==> job_summary.md <==
## Implementation flow summary

| Metric | Value |
|---|---|
| Main synth FF type | edfxtp_1 |
| Io pins | 41 |
| Synth top area cells | edfxtp_1, a221oi_1, a22oi_1 |
| Post-synthesis async set-or-reset flop share | 0% |
| Outcome | aborted with a tool error |
| Area leader, netlist | edfxtp_1 |
| Unique cell types | 79 |
| CTS H-tree depth | 5 |
| Setup Slack @ Placement | 37.67 ns |
| Post-synth seq share | 78.6% |
| Placed instance count | 13100 |
| Clock Tree Buf Depth | 4 |
| Ys cells | 9051 |
| Gpl congestion | 1.02 |
| Mapped Area | 157000 um2 |
| Count of library flops with an enable pin | 4096 |
| Hold_buf cts | 0 |
| Flops out of synthesis | 4096 |
| Stop err | [error] [KeplerFormal.cpp:679] Workflow failed: Iso has multiple drivers: .data0, _9608_.X0 |
| Clock Sink Count | 4096 |
| Chip Area, Yosys | 157000 um2 |
| Avg Inst Size Synth | 17.3 um2 |
| Failed at | clock tree synthesis (4_1_cts) |
| Top-area cell type share of the netlist area | 78.6% |
| Yosys warning count | 2 |
| Setup bufs post-CTS | 0 |
| Mapped Cells | 9051 |
| TritonCTS Buffers | 408 |
| Die height | 562 um |
| I/O Buffers | 8 |
| Initial core utilization | 50.2% |
| Post-DP HPWL | 339000 um |
| Post-CTS sizing | 0 |
| Cell row count | 205 |
| Clk root buf | clkbuf_16 |
| Die X | 562 um |
kinds of logic after synthesis:
kind of cell / share of synthesized area (%)
AND/OR/NAND/NOR: 2.72
flip-flops: 78.6
buffers and inverters: 2.09
AND-OR/OR-AND: 13.2
multiplexers: 3.39
synthesized netlist by cell type (60+ instances only):
master / n
a21oi_1: 474
a221o_1: 60
a221oi_1: 850
a22oi_1: 490
buf_1: 89
buf_2: 272
clkbuf_1: 324
edfxtp_1: 4096
mux2_2: 188
mux2i_1: 256
nand2_1: 211
nor2_1: 363
nor2b_1: 116
o21ai_0: 362
o22ai_1: 190
stage by stage:
step,instance area (um2),util (%)
3_5_place_dp,164000,52.8
3_3_place_gp,164000,52.8
2_1_floorplan,157000,-
